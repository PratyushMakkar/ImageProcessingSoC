`/design/flow/config.mk`:
```
export PLATFORM = sky130hd
export DESIGN_NAME = VGADriver
export DESIGN_NICKNAME = VGADriver
export VERILOG_FILES = /design/flow/design.v
export SDC_FILE = /design/flow/constraint.sdc
export NUM_CORES = 4
export LEC_CHECK = 1
export CORE_UTILIZATION = 50
```
`/design/flow/constraint.sdc`:
```
current_design VGADriver

set clk_period 3.5
set clk_io_pct 0.2

create_clock -name clk0 -period $clk_period [get_ports {clk}]

set non_clock_inputs [all_inputs -no_clocks]
set_input_delay [expr $clk_period * $clk_io_pct] -clock clk0 $non_clock_inputs
set_output_delay [expr $clk_period * $clk_io_pct] -clock clk0 [all_outputs]
```
`/design/flow/design.v`:
```
module VGADriver (
  input logic clk,
  input logic rst,
  input logic [23:0] colour_in,
  output logic [9:0] x_pixel,
  output logic [9:0] y_pixel,
  output logic [9:0] hsyncReg,
  output logic [9:0] vsyncReg,
  output logic hsync,
  output logic vsync,
  output logic [7:0] red,
  output logic [7:0] green,
  output logic [7:0] blue,
  output logic sync,
  output logic blank,
  output logic clkOut
);
  parameter HSYNC_ACTIVE  = 639;
  parameter HSYNC_FRONT_PORCH = 15;
  parameter HSYNC_SYNC_SIGN = 95;
  parameter HSYNC_BACK_PORCH = 47;
  parameter VSYNC_ACTIVE  = 479;
  parameter VSYNC_FRONT_PORCH = 9;
  parameter VSYNC_SYNC_SIGN = 1;
  parameter VSYNC_BACK_PORCH = 32;
  parameter HIGH = 1'b1;
  parameter LOW = 1'b0;
  localparam logic [9:0] RESET_COUNTER = 0;
  typedef enum  {
    HSYNC_STATE_ACTIVE = 1,
    HSYNC_STATE_FRONT_PORCH = 2,
    HSYNC_STATE_SYNC_SIGN = 4,
    HSYNC_STATE_BACK_PORCH = 8
  } hsync_state_t; 
  typedef enum {
    VSYNC_STATE_ACTIVE = 1,
    VSYNC_STATE_FRONT_PORCH = 2,
    VSYNC_STATE_SYNC_SIGN = 4,
    VSYNC_STATE_BACK_PORCH = 8
  } vsync_state_t;
  hsync_state_t hsync_state = HSYNC_STATE_ACTIVE;
  hsync_state_t hsync_nextState;
  vsync_state_t vsync_state = VSYNC_STATE_ACTIVE;
  vsync_state_t vsync_nextState;
  logic [9:0] x_pixel_reg;
  logic [9:0] y_pixel_reg;
  logic       hsync_reg;
  logic       vsync_reg;
  logic [7:0] red_reg;
  logic [7:0] green_reg;
  logic [7:0] blue_reg;
  logic       sync_reg;
  logic       blank_reg;
  logic [9:0] hsync_count_reg = 0;
  logic [9:0] vsync_count_reg = 0;
  logic line_done = 1'b0;
  logic is_active;
  assign is_active = ((hsync_state == HSYNC_STATE_ACTIVE) && (vsync_state == VSYNC_STATE_ACTIVE)) ? 1'b1 : 1'b0;
  always_ff @(posedge clk) begin
    if (rst == 1'b0) begin
      hsync_state <= HSYNC_STATE_ACTIVE;
      vsync_state <= VSYNC_STATE_ACTIVE;
    end else begin
      hsync_state <= hsync_nextState;
      vsync_state <= vsync_nextState;
    end
  end
  always_ff @(posedge clk) begin : HSYNC_VSYNC_COUNTER_LOGIC
    unique case (hsync_state) 
      HSYNC_STATE_ACTIVE: begin
        if (hsync_count_reg == HSYNC_ACTIVE) hsync_count_reg <= RESET_COUNTER;
        else hsync_count_reg <= hsync_count_reg + 1;
      end
      HSYNC_STATE_FRONT_PORCH: begin
        if (hsync_count_reg == HSYNC_FRONT_PORCH) hsync_count_reg <= RESET_COUNTER;
        else hsync_count_reg <= hsync_count_reg + 1;
      end
      HSYNC_STATE_SYNC_SIGN: begin
        if (hsync_count_reg == HSYNC_SYNC_SIGN) hsync_count_reg <= RESET_COUNTER;
        else hsync_count_reg <= hsync_count_reg + 1;
      end
      HSYNC_STATE_BACK_PORCH: begin
        if (hsync_count_reg == HSYNC_BACK_PORCH) hsync_count_reg <= RESET_COUNTER;
        else hsync_count_reg <= hsync_count_reg + 1;
      end
    endcase
    unique case (vsync_state) 
      VSYNC_STATE_ACTIVE: begin
        if (line_done == HIGH) begin
          vsync_count_reg <= (vsync_count_reg == VSYNC_ACTIVE) ? RESET_COUNTER : vsync_count_reg + 10'd1;
        end 
      end
      VSYNC_STATE_FRONT_PORCH: begin
        if (line_done == HIGH) begin
          vsync_count_reg <= (vsync_count_reg == VSYNC_FRONT_PORCH) ? RESET_COUNTER : vsync_count_reg + 10'd1;
        end
      end
      VSYNC_STATE_SYNC_SIGN: begin
        if (line_done == HIGH) begin
          vsync_count_reg <= (vsync_count_reg == VSYNC_SYNC_SIGN) ? RESET_COUNTER : vsync_count_reg + 10'd1;
        end
      end
      VSYNC_STATE_BACK_PORCH: begin
        if (line_done == HIGH) begin
          vsync_count_reg <= (vsync_count_reg == VSYNC_BACK_PORCH) ? RESET_COUNTER : vsync_count_reg + 10'd1;
        end 
      end
    endcase
  end
  always_comb begin : HORIZONTEL_SYNC_LOGIC_BLOCK
    unique case (hsync_state) 
      HSYNC_STATE_ACTIVE: begin
        line_done = LOW;
        hsync_nextState = (hsync_count_reg == HSYNC_ACTIVE) ? HSYNC_STATE_FRONT_PORCH : HSYNC_STATE_ACTIVE;
        hsync_reg = HIGH;
      end
      HSYNC_STATE_FRONT_PORCH: begin
        line_done = LOW;
        hsync_nextState = (hsync_count_reg == HSYNC_FRONT_PORCH) ? HSYNC_STATE_SYNC_SIGN : HSYNC_STATE_FRONT_PORCH;
        hsync_reg = HIGH;
      end
      HSYNC_STATE_SYNC_SIGN: begin
        line_done = LOW;
        hsync_nextState = (hsync_count_reg == HSYNC_STATE_SYNC_SIGN) ? HSYNC_STATE_BACK_PORCH : HSYNC_STATE_SYNC_SIGN;
        hsync_reg = LOW;
      end
      HSYNC_STATE_BACK_PORCH: begin
        line_done = (hsync_count_reg == HSYNC_BACK_PORCH) ? HIGH : LOW;
        hsync_nextState = (hsync_count_reg == HSYNC_BACK_PORCH) ? HSYNC_STATE_ACTIVE : HSYNC_STATE_BACK_PORCH;
        hsync_reg = HIGH;
      end
    endcase
  end
  always_comb begin : VERTICAL_SYNC_LOGIC_BLOCK
    unique case (vsync_state) 
      VSYNC_STATE_ACTIVE: begin
        vsync_reg = HIGH;
        if (line_done == HIGH) begin
          vsync_nextState = (vsync_count_reg == VSYNC_ACTIVE) ? VSYNC_STATE_FRONT_PORCH : VSYNC_STATE_ACTIVE;
        end else 
          vsync_nextState = VSYNC_STATE_ACTIVE;
      end
      VSYNC_STATE_FRONT_PORCH: begin
        vsync_reg = HIGH;
        if (line_done == HIGH) begin
          vsync_nextState = (vsync_count_reg == VSYNC_FRONT_PORCH) ? VSYNC_STATE_SYNC_SIGN : VSYNC_STATE_FRONT_PORCH;
        end else 
          vsync_nextState = VSYNC_STATE_FRONT_PORCH;
      end
      VSYNC_STATE_SYNC_SIGN: begin
        vsync_reg = LOW;
        if (line_done == HIGH) begin
          vsync_nextState = (vsync_count_reg == VSYNC_STATE_SYNC_SIGN) ? VSYNC_STATE_BACK_PORCH : VSYNC_STATE_SYNC_SIGN;
        end else
          vsync_nextState = VSYNC_STATE_SYNC_SIGN;
      end
      VSYNC_STATE_BACK_PORCH: begin
        vsync_reg = HIGH;
        if (line_done == HIGH) begin
          vsync_nextState = (vsync_count_reg == VSYNC_STATE_SYNC_SIGN) ? VSYNC_STATE_ACTIVE : VSYNC_STATE_BACK_PORCH;
        end else 
          vsync_nextState = VSYNC_STATE_BACK_PORCH;
      end
    endcase
  end
  always_comb begin : RGB_REGISTER_ASSIGNMENT
    x_pixel_reg = (vsync_nextState != VSYNC_STATE_ACTIVE) ? RESET_COUNTER
                  : (hsync_nextState != HSYNC_STATE_ACTIVE) ? RESET_COUNTER
                  : (line_done == HIGH) ? RESET_COUNTER : hsync_count_reg +1;
    y_pixel_reg =  (vsync_nextState != VSYNC_STATE_ACTIVE) ? RESET_COUNTER
    : (hsync_nextState != HSYNC_STATE_ACTIVE) ? (vsync_count_reg == VSYNC_ACTIVE) ? RESET_COUNTER : vsync_count_reg + 1
                  : (line_done == HIGH) ? vsync_count_reg +1 : vsync_count_reg;
    red_reg = is_active ? colour_in[23:16] : 8'h00;
    blue_reg = is_active ? colour_in[15:8] : 8'h00;
    green_reg = is_active ? colour_in[7:0] : 8'h00;
    blank_reg = hsync_reg & vsync_reg;
    sync_reg = 1'b0;
  end
  assign clkOut = clk;
  assign x_pixel = x_pixel_reg;
  assign y_pixel = y_pixel_reg;
  assign red = red_reg;
  assign green = green_reg;
  assign blue = blue_reg;
  assign blank = blank_reg;
  assign sync = sync_reg;
  assign hsyncReg = hsync_count_reg;
  assign vsyncReg = vsync_count_reg;
  assign hsync = hsync_reg;
  assign vsync = vsync_reg;
endmodule
```
`/design/flow/run.sh`:
```
#!/bin/bash
# OpenROAD 26Q1-2900-gdf79404cd8, Yosys 0.63+post, stock flow scripts
make -C /OpenROAD-flow-scripts/flow DESIGN_CONFIG=/design/flow/config.mk WORK_HOME=/design/flow/orfs finish
```
==> results.toml <==
# synthesis and place-and-route metrics
[route]
wire_per_inst_um = 14.8
vias_per_cell = 5.59
first_iter_violations = 121
remaining_drc_errors = 0
drtAntennaViolNets = 0
vias = 2344
drt_wl_total_um = 6200
drt_pass1_iterations = 4
antenna_cells = 0

[final_layout]
area.growth.synth_to_final_pct = 53.1
fin_area_um2 = 3490
comb_area_um2 = 1450
fillers = 279
register_area_um2 = 763
mostFrequentLayoutCell = "clkdlybuf4s50_1"
drive_above_1_share = 0.142
lay_top_cells = "92 x clkdlybuf4s50_1, 39 x nor2_1, 31 x and2_1"

[timing]
finalClockSkew_ns = 0.00236
timing.fmax_mhz = 294
tightest_slew_ns = 0.740
hold_viol_final = 0
period_needed_ns = 3.40
period_used_share = 0.971
slew_headroom = 0.499
fin_hold_ws_ns = 0.719
drv_slew = 0
finalSetupViolations = 0
worst_slack_ns = 0.101

[critical_path]
crit_arrival_ns = 2.70
setup.worst_path.start = "vsync_count_reg[1]"
endpoint = "x_pixel[8]"
crit_fanout = 8
timing.rr.start = "vsync_count_reg[1]"
ff2ff_path_depth = 7
crit_family = "simple AND/OR/NAND/NOR gates"
cp-end-kind = "primary output"
crit_chain = "ha_1 > and4_1 > nand4_2 > nand2b_1 > a22oi_4 > nor2_1 > clkdlybuf4s50_1"
cp-start-kind = "register"
required_ns = 2.80
critical-path-max-stage-delay_ns = 0.45
path_class = "register to primary output"
cp_num_buf_inv = 1
r2r_setup_slack_ns = 1.10
critPathSlowestCell = "edfxtp_1"
r2r-end = "vsync_count_reg[5]"
cp.depth = 7

[yosys]
ys.warnings.count = 1
synth_area_um2 = 2280
yosys-top-cells-area = "edfxtp_1 26%, and2_1 8.5%, dfxtp_1 7.0%"
async_flop_share = 0
edf_count = 20
synth.distinct_cells = 54
numSynthFlops = 28
top_area_frac = 0.264
yosys_area_um2 = 2280
ys_cells = 261
ys_sh_simple = 0.376
ys_sh_xor = 0.0962
adder_share = 0.0275
synthCells = 261
avgSynthCellArea_um2 = 8.72
ys.flop_type = "edfxtp_1"
logic_family = "simple AND/OR/NAND/NOR gates"
synth.area.mux_share = 0.00440
ys_sh_aoi = 0.112
yosysTopAreaCell = "edfxtp_1"
yosysSeqAreaShare = 0.334

[place]
dpl-instance-area_um2 = 3220
io_buffers = 93
place_congestion = 0.864
hpwl_um = 4310
place_ws_ns = 0.359

[power_and_ir_drop]
p_leak_nw = 1.41
clkPwrFrac = 0.228
peakVddDrop_uv = 595
pwr-share-seq = 0.379
finalPower_mw = 1.48
internal_power_mw = 1.05
swShare = 0.286
p_sw_uw = 422
p_comb_frac = 0.393
power.density_nw_per_um2 = 424

[global_route]
grt_overflow = 0
antenna_found_initial = 0
grt_pass1_wl_um = 9430
grt_pass1_vias = 2037
grt_usage = 0.249
grt_max_degree = 25

[worst_hold_path]
min_path_type = "register to register"
hold_path.startpoint = "hsync_state[2]"

[floorplanning]
core_area_um2 = 4350
fp_util = 0.523
die_h_um = 69.5
rows = 24
die_area_um2 = 4830
io-pin-count = 95
die_w_um = 69.5

[clock_tree]
cts.clk_slew.worst_paths_ns = 0.10
holdBufCountCts = 0
insertion_delay_ns = 0.38
cts_tree = "yes"

[status]
status = "completed"

[run]
max_cap_viol_count = 0
tool_warnings = 30
worst min path at each step:
| stage | end | slack [ns] | cells past startpoint |
|---|---|---|---|
| 4_1_cts | hsync_count_reg[0] | 0.70 | 2 |
| 6_report | hsync_count_reg[4] | 0.72 | 2 |
| 5_1_grt | hsync_count_reg[4] | 0.75 | 2 |
Yosys cell counts, types with 2 or more instances:
cell type and n:
ha_1 5, a21oi_1 10, a31oi_1 4, inv_1 9
nand4_2 2, nor2_1 40, or4b_1 6, and3_1 4
xor2_1 12, and2_1 31, nor3_1 2, nand2b_1 2
edfxtp_1 20, nor2b_1 3, nor4_4 2, nor4b_1 2
nor2_2 4, dfxtp_1 8, nand4_1 3, o21a_1 2
clkbuf_2 2, a21boi_0 2, nand3_1 12, xnor2_1 13
nand2_1 16, o211ai_1 2, a211oi_1 2, a22oi_1 2
buf_2 6, buf_4 2, and4_1 5, o21ai_0 3
buf_6 2
layer usage:
metal	track usage	routed length, um
met1	0.384	2800
met2	0.375	2770
met3	0.0649	567
met4	0.0431	56
met5	0	0
area by class of cell:
cell class / instances / area share
multi-input combinational: 212 / 0.415
timing repair buffer: 110 / 0.304
sequential: 28 / 0.219
clock buffer: 8 / 0.0337
tap: 52 / 0.0187
inverter: 9 / 0.00969
logic make-up after synthesis:
logic type / Yosys count
xor+xnor: 25
other cells: 1
buf+inv: 21
flops: 28
mux: 1
simple gates: 145
fa+ha+maj: 5
compound gates: 35
power groups by stage:
stage	Sequential (mW)	Clock, mW	Combinational (mW)
6_report	0.560	0.336	0.580
5_1_grt	0.570	0.357	0.622
4_1_cts	0.542	0.342	0.541
worst register-to-register path, delay by kind of cell, from the launching register on:
kind	cells	cell delay (ns)
adders and majority gates	1	0.14
and+or+nand+nor	4	0.95
buffers and inverters	1	0.12
DFF	1	0.48
AOI/OAI and AO/OA	1	0.48
metrics by stage:
step | utilization | instances | TNS, ns
6_report | 0.801 | 419 | 0
3_5_place_dp | 0.739 | 397 | 0
3_3_place_gp | 0.739 | 397 | 0
2_1_floorplan | - | 261 | 0
5_1_grt | 0.801 | 419 | -0.0144
4_1_cts | 0.772 | 408 | 0
repair_timing:
action / 4_1_cts / 5_1_grt
endpoints found under the setup margin: 7 / 19
pin swaps: 1 / 6
resized: 1 / 12
setup buffers: 4 / 11
endpoints found under the hold margin: 0 / 0
Power is estimated from default activity; no workload was simulated.
